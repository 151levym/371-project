### /design/flow/design.v
`timescale 1ns / 1ps
`default_nettype none
module Nbit_reg #(parameter n=1, r=0)
   (input  wire [n-1:0] in,
    output wire [n-1:0] out,
    input  wire         clk,
    input  wire         we,
    input  wire         gwe,
    input  wire         rst
    );
   reg [n-1:0] state;
   assign #(1) out = state;
   always @(posedge clk) 
     begin 
       if (gwe & rst) 
         state = r;
       else if (gwe & we) 
         state = in; 
     end
endmodule
`timescale 1ns / 1ps
`default_nettype none
module lc4_regfile_ss #(parameter n = 16)
   (input  wire         clk,
    input  wire         gwe,
    input  wire         rst,
    input  wire [  2:0] i_rs_A,       
    output wire [n-1:0] o_rs_data_A,  
    input  wire [  2:0] i_rt_A,       
    output wire [n-1:0] o_rt_data_A,  
    input  wire [  2:0] i_rs_B,       
    output wire [n-1:0] o_rs_data_B,  
    input  wire [  2:0] i_rt_B,       
    output wire [n-1:0] o_rt_data_B,  
    input  wire [  2:0]  i_rd_A,      
    input  wire [n-1:0]  i_wdata_A,   
    input  wire          i_rd_we_A,   
    input  wire [  2:0]  i_rd_B,      
    input  wire [n-1:0]  i_wdata_B,   
    input  wire          i_rd_we_B    
    );
    wire[15:0] outputs[15:0];
    wire[1:0] we_1[15:0];
    wire[1:0] we_2[15:0];
    assign we_1[0] = (i_rd_A === 3'b000) && i_rd_we_A;
    assign we_1[1] = (i_rd_A === 3'b001) && i_rd_we_A;
    assign we_1[2] = (i_rd_A === 3'b010) && i_rd_we_A;
    assign we_1[3] = (i_rd_A === 3'b011) && i_rd_we_A;
    assign we_1[4] = (i_rd_A === 3'b100) && i_rd_we_A;
    assign we_1[5] = (i_rd_A === 3'b101) && i_rd_we_A;
    assign we_1[6] = (i_rd_A === 3'b110) && i_rd_we_A;
    assign we_1[7] = (i_rd_A === 3'b111) && i_rd_we_A;
    assign we_2[0] = (i_rd_B === 3'b000) && i_rd_we_B;
    assign we_2[1] = (i_rd_B === 3'b001) && i_rd_we_B;
    assign we_2[2] = (i_rd_B === 3'b010) && i_rd_we_B;
    assign we_2[3] = (i_rd_B === 3'b011) && i_rd_we_B;
    assign we_2[4] = (i_rd_B === 3'b100) && i_rd_we_B;
    assign we_2[5] = (i_rd_B === 3'b101) && i_rd_we_B;
    assign we_2[6] = (i_rd_B === 3'b110) && i_rd_we_B;
    assign we_2[7] = (i_rd_B === 3'b111) && i_rd_we_B;
    Nbit_reg #(n) r0(.in(we_2[0] ? i_wdata_B : i_wdata_A), .out(outputs[0]), .clk(clk),
                    .we(we_1[0] | we_2[0]), .gwe(gwe), .rst(rst));
    Nbit_reg #(n) r1(.in(we_2[1] ? i_wdata_B : i_wdata_A), .out(outputs[1]), .clk(clk), 
                    .we(we_1[1] | we_2[1]), .gwe(gwe), .rst(rst));
    Nbit_reg #(n) r2(.in(we_2[2] ? i_wdata_B : i_wdata_A), .out(outputs[2]), .clk(clk), 
                  .we(we_1[2] | we_2[2]), .gwe(gwe), .rst(rst));
    Nbit_reg #(n) r3(.in(we_2[3] ? i_wdata_B : i_wdata_A), .out(outputs[3]), .clk(clk), 
                  .we(we_1[3] | we_2[3]), .gwe(gwe), .rst(rst));
    Nbit_reg #(n) r4(.in(we_2[4] ? i_wdata_B : i_wdata_A), .out(outputs[4]), .clk(clk), 
                  .we(we_1[4] | we_2[4]), .gwe(gwe), .rst(rst));
    Nbit_reg #(n) r5(.in(we_2[5] ? i_wdata_B : i_wdata_A), .out(outputs[5]), .clk(clk),
                  .we(we_1[5] | we_2[5]), .gwe(gwe), .rst(rst));
    Nbit_reg #(n) r6(.in(we_2[6] ? i_wdata_B : i_wdata_A), .out(outputs[6]), .clk(clk),
                  .we(we_1[6] | we_2[6]), .gwe(gwe), .rst(rst));
    Nbit_reg #(n) r7(.in(we_2[7] ? i_wdata_B : i_wdata_A), .out(outputs[7]), .clk(clk), 
                  .we(we_1[7] | we_2[7]), .gwe(gwe), .rst(rst));
    assign o_rs_data_A = outputs[i_rs_A];
    assign o_rt_data_A = outputs[i_rt_A];
    assign o_rs_data_B = outputs[i_rs_B];
    assign o_rt_data_B = outputs[i_rt_B];
endmodule
### /design/flow/run.sh
#!/bin/bash
# OpenROAD 26Q1-2900-gdf79404cd8, Yosys 0.63+post, stock flow scripts
make -C /OpenROAD-flow-scripts/flow DESIGN_CONFIG=/design/flow/config.mk WORK_HOME=/design/flow/orfs finish
### /design/flow/config.mk
export PLATFORM = sky130hd
export DESIGN_NAME = lc4_regfile_ss
export DESIGN_NICKNAME = lc4_regfile_ss
export VERILOG_FILES = /design/flow/design.v
export SDC_FILE = /design/flow/constraint.sdc
export NUM_CORES = 4
export LEC_CHECK = 1
export CORE_UTILIZATION = 30
### /design/flow/constraint.sdc
current_design lc4_regfile_ss

set clk_period 5.6
set clk_io_pct 0.2

create_clock -name clk0 -period $clk_period [get_ports {clk}]

set non_clock_inputs [all_inputs -no_clocks]
set_input_delay [expr $clk_period * $clk_io_pct] -clock clk0 $non_clock_inputs
set_output_delay [expr $clk_period * $clk_io_pct] -clock clk0 [all_outputs]
==> impl_metrics.tcl <==
# metrics dict for downstream scripts
set metrics [dict create \
    fp_util_pct 30.57 \
    fin_setup_tns_ns 0 \
    lay_top_count "mux2i_1" \
    syn2layout_area_growth_pct 21.60 \
    io_buffers 118 \
    synth.distinct_cells 49 \
    crit_path_max_incr_delay_ns 0.77 \
    setup_viol 0 \
    crit_arrival_ns 3.63 \
    antenna_found_initial 2 \
    dieHeight_microns 187.3 \
    syn_area_sq_um 10300 \
    crit_buf_inv 3 \
    drcViolationCount 0 \
    path_max_fanout 11 \
    fin_ws_ns 0.8466 \
    path_common_cell "clkdlybuf4s50_1" \
    tightest_slew_ns 0.8623 \
    grt_max_degree 35 \
    dpl.hpwl_mm 29.34 \
    fmax_ghz 0.2104 \
    first_pass_iters 6 \
    worstSetupEndpointType "output port" \
    yosys_warnings 130 \
    ctsLongestPathBuffers 2 \
    final_cell_mix "mux2i_1 (184), nor2_1 (138), dfxtp_1 (128), clkdlybuf4s50_1 (110), nand2_1 (105)" \
    peakVddDrop_v 0.0002159 \
    synth_cells 1256 \
    globalplace.congestion 0.9614 \
    final.setup_skew_ns 0 \
    htree_levels 4 \
    grt_pass1_vias 10015 \
    ff_type "dfxtp_1" \
    fp-row-count 67 \
    initialDrtViolationCount 1037 \
    cts_setup_buffers 0 \
    rsz0062_at_grt "false" \
    wire_per_inst_microns 25.57 \
    num_vias 10680 \
    required_ns 4.48 \
    status "finished clean" \
    cts_tree "yes" \
    cp_top_family "buffers and inverters" \
    die_x_microns 187.3 \
    ys_cells 1256 \
    numSynthFlops 128 \
    worstSkewPairLatency_ns 0.43 \
    finalCriticalPeriod_ns 4.753 \
    overflow 0 \
    hold_buffers 0 \
    cp-start-kind "input pin" \
    layout-drive-gt1-share_pct 14.06 \
    drv_slew 0 \
    io-pin-count 119 \
    critical_path_class "in2out" \
    fin_util_pct 37.18 \
    routed_wl_mm 45.52 \
    ant_nets 0 \
    dp_slack_ns 0.9290 \
    clk_pin_slew_ns 0.06 \
    crit_slowest_cell "clkdlybuf4s50_1" \
    edf_count 0 \
    grt_pass1_wl_mm 67.36 \
    worstHoldPathType "reg2reg" \
    core-area_sq_um 33700 \
    p_leak_uw 0.004949 \
    pwr_density_cell_nw_per_um2 237.1 \
    hold_viol 0 \
    cts_resized 0 \
    numCtsBuffers 17 \
    path_cells "clkdlybuf4s50_1, nand2b_1, buf_4, o32ai_1, o22a_1, clkdlybuf4s50_1" \
    async_flop_share_pct 0 \
    ctsRootBufferMaster "clkbuf_16" \
    ys_seq_share_pct 24.87 \
    chip_area_sq_um 35090 \
    warning_count 25 \
    yosys-stat-area_sq_um 10300 \
    track_usage_pct 26.26 \
    cap_viol_max_count 0 \
    cts_sinks 128 \
    vias_per_cell 6.000 \
    relSlewSlack_pct 42.52 \
    syn_avg_cell_area_sq_um 8.204 \
    fin_crit_sh_pct 84.88 \
]
## layout make-up
cell class / instances / area [sq um]
diodes: 2 / 5.005
clock buffers: 18 / 439.2
clock inverters: 14 / 237.7
fillers: 3391 / 21170
inverters: 26 / 97.59
multi-input cells: 962 / 6993
flip-flops and latches: 128 / 2562
well taps: 448 / 560.5
repair buffers: 182 / 1634
## worst reg2reg max path: cells and delay by family, from the launching register on
kind | cells | cell delay [ns]
AND/OR/NAND/NOR | 1 | 0.10
AND-OR/OR-AND | 1 | 0.06
flip-flops | 1 | 0.45
## kinds of logic after synthesis
group,after synthesis,share of synthesized area [%]
simple gates,344,15.63
compound gates,390,28.91
flops,128,24.87
mux,228,23.12
buf+inv,166,7.468
## synth_stat cells (2+ instances only)
| cell type | n | share of area, % |
|---|---|---|
| buf_1 | 15 | 0.55 |
| o21bai_1 | 12 | 0.87 |
| o22ai_1 | 35 | 2.1 |
| mux2i_1 | 184 | 18 |
| a31oi_1 | 12 | 0.73 |
| buf_4 | 13 | 0.95 |
| o22a_1 | 2 | 0.17 |
| and2_1 | 3 | 0.18 |
| mux2_2 | 40 | 4.4 |
| buf_2 | 39 | 1.9 |
| mux4_2 | 4 | 0.87 |
| or3_1 | 4 | 0.24 |
| nand3b_1 | 5 | 0.36 |
| buf_6 | 6 | 0.66 |
| a22oi_1 | 17 | 1.2 |
| nand3_1 | 3 | 0.15 |
| dfxtp_1 | 128 | 25 |
| o21ai_4 | 2 | 0.32 |
| and4bb_2 | 3 | 0.36 |
| o31ai_4 | 4 | 0.83 |
| nor2_1 | 138 | 5.0 |
| a22o_1 | 62 | 5.3 |
| nand4b_1 | 3 | 0.26 |
| nand2_1 | 105 | 3.8 |
| o21ai_1 | 17 | 0.83 |
| o21ai_0 | 40 | 1.9 |
| nor2b_1 | 61 | 3.7 |
| o32ai_1 | 4 | 0.34 |
| nand2b_1 | 7 | 0.42 |
| o2bb2ai_1 | 77 | 6.5 |
| o32a_1 | 3 | 0.29 |
| nor3b_1 | 3 | 0.22 |
| and4bb_1 | 2 | 0.24 |
| clkbuf_2 | 3 | 0.15 |
| nor3_1 | 2 | 0.097 |
| inv_1 | 26 | 0.95 |
| o21ai_2 | 25 | 2.1 |
| a221oi_1 | 38 | 3.2 |
| clkbuf_1 | 64 | 2.3 |
| a21oi_1 | 36 | 1.7 |
## flip-flops by register name, indices dropped and copies added (netlist names)
signal	flops
r6.state	16
r2.state	16
r0.state	16
r5.state	16
r3.state	16
r4.state	16
r7.state	16
r1.state	16
## metrics by stage
stage,std cells,power [uW],hold slack (ns),instance area [sq um]
6_report,1780,2971,0.4492,12530
5_1_grt,1780,3056,0.4708,12530
4_1_cts,1778,2956,0.4514,12520
3_5_place_dp,1746,1662,0.4442,11850
3_3_place_gp,1746,1659,0.4350,11850
2_1_floorplan,1256,1383,0.4250,10300
## power by group
group	switching [uW]	internal (uW)
Clock	463	847
Sequential	61.4	956
Combinational	359	285
Total	883	2090
## worst paths after layout
| kind | to | cells after the start | from | slack [ns] |
|---|---|---|---|---|
| worst max-delay path | o_rs_data_A[10] | 6 | i_rs_A[0] | 0.85 |
| worst max register to register | r1.state[14] | 2 | r1.state[14] | 4.93 |
| worst min-delay path | r4.state[15] | 2 | r4.state[15] | 0.45 |
| worst min register to register | r4.state[15] | 2 | r4.state[15] | 0.45 |
## per-layer routing
layer / up-vias / track usage, % / wire length (microns)
li1: 4758 / - / -
met1: 5018 / 37.87 / 18790
met2: 769 / 38.06 / 19110
met3: 135 / 6.015 / 5398
met4: 0 / 10.81 / 2223
met5: - / 0 / 0
No activity file was given, so power comes from the tool's default toggle rates.
