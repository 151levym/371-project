File: /design/flow/config.mk
export PLATFORM = sky130hd
export DESIGN_NAME = lc4_regfile
export DESIGN_NICKNAME = lc4_regfile
export VERILOG_FILES = /design/flow/design.v
export SDC_FILE = /design/flow/constraint.sdc
export NUM_CORES = 4
export LEC_CHECK = 1
export CORE_UTILIZATION = 40
File: /design/flow/constraint.sdc
current_design lc4_regfile

set clk_period 3.5
set clk_io_pct 0.2

create_clock -name clk0 -period $clk_period [get_ports {clk}]

set non_clock_inputs [all_inputs -no_clocks]
set_input_delay [expr $clk_period * $clk_io_pct] -clock clk0 $non_clock_inputs
set_output_delay [expr $clk_period * $clk_io_pct] -clock clk0 [all_outputs]
File: /design/flow/design.v
`timescale 1ns / 1ps
`default_nettype none
module Nbit_reg #(parameter n=1, r=0)
   (input  wire [n-1:0] in,
    output wire [n-1:0] out,
    input  wire         clk,
    input  wire         we,
    input  wire         gwe,
    input  wire         rst
    );
   reg [n-1:0] state;
   assign #(1) out = state;
   always @(posedge clk) 
     begin 
       if (gwe & rst) 
         state = r;
       else if (gwe & we) 
         state = in; 
     end
endmodule
`timescale 1ns / 1ps
`default_nettype none
module lc4_regfile #(parameter n = 16)
   (input  wire         clk,
    input  wire         gwe,
    input  wire         rst,
    input  wire [  2:0] i_rs,       
    output wire [n-1:0] o_rs_data,  
    input  wire [  2:0] i_rt,       
    output wire [n-1:0] o_rt_data,  
    input  wire [  2:0] i_rd,       
    input  wire [n-1:0] i_wdata,    
    input  wire         i_rd_we     
    );
    wire[15:0] outputs[15:0];
    wire[1:0] we[15:0];
    assign we[0] = i_rd === 3'b000 && i_rd_we;
    assign we[1] = i_rd === 3'b001 && i_rd_we;
    assign we[2] = i_rd === 3'b010 && i_rd_we;
    assign we[3] = i_rd === 3'b011 && i_rd_we;
    assign we[4] = i_rd === 3'b100 && i_rd_we;
    assign we[5] = i_rd === 3'b101 && i_rd_we;
    assign we[6] = i_rd === 3'b110 && i_rd_we;
    assign we[7] = i_rd === 3'b111 && i_rd_we;
    Nbit_reg #(n) r0(.in(i_wdata), .out(outputs[0]), .clk(clk), .we(we[0]), .gwe(gwe), .rst(rst));
    Nbit_reg #(n) r1(.in(i_wdata), .out(outputs[1]), .clk(clk), .we(we[1]), .gwe(gwe), .rst(rst));
    Nbit_reg #(n) r2(.in(i_wdata), .out(outputs[2]), .clk(clk), .we(we[2]), .gwe(gwe), .rst(rst));
    Nbit_reg #(n) r3(.in(i_wdata), .out(outputs[3]), .clk(clk), .we(we[3]), .gwe(gwe), .rst(rst));
    Nbit_reg #(n) r4(.in(i_wdata), .out(outputs[4]), .clk(clk), .we(we[4]), .gwe(gwe), .rst(rst));
    Nbit_reg #(n) r5(.in(i_wdata), .out(outputs[5]), .clk(clk), .we(we[5]), .gwe(gwe), .rst(rst));
    Nbit_reg #(n) r6(.in(i_wdata), .out(outputs[6]), .clk(clk), .we(we[6]), .gwe(gwe), .rst(rst));
    Nbit_reg #(n) r7(.in(i_wdata), .out(outputs[7]), .clk(clk), .we(we[7]), .gwe(gwe), .rst(rst));
    assign o_rs_data = outputs[i_rs];
    assign o_rt_data = outputs[i_rt];
endmodule
File: /design/flow/run.sh
#!/bin/bash
# OpenROAD 26Q1-2900-gdf79404cd8, Yosys 0.63+post, stock flow scripts
make -C /OpenROAD-flow-scripts/flow DESIGN_CONFIG=/design/flow/config.mk WORK_HOME=/design/flow/orfs finish
==> results.yml <==
# flow metrics
outcome:
  status: "complete, no violations"
final_timing:
  fmax_mhz: 309
  period_needed_ns: 3.23
  slew_viol_final: 0
  fin_crit_sh_pct: 92.4
  finalHoldViolCount: 0
  finalClockSkew_ns: 0
  maxSlewHeadroom_pct: 55.6
  setup_tns_ns: 0
  finalSetupViolations: 0
  rsz0062_at_grt: "no"
  tightest_slew_ns: 0.665
clocking:
  cts_resized: 0
  clk_pin_slew_ns: 0.06
  post_cts_buffers: 0
  cts_hold_buffers: 0
  clock-sinks: 128
  htreeDepth: 4
  clock-root-buffer: "clkbuf_16"
  cts_tree: "yes"
  clk_latency_ns: 0.41
  cts_buffers: 17
  cts_buffer_depth: 2
placement:
  port_buffers: 60
  hpwl_um: 15600
  gp_congestion: 0.894
synth:
  top_area_cell: "dfxtp_1"
  syn_inst: 884
  ys_cells: 884
  synthArstFlopShare_pct: 0
  synth.most_common_cell: "nand2_1"
  synth.area.top_cells: "dfxtp_1 37%, a21oi_1 9.3%, nand2_1 9.0%, mux2i_1 8.6%, a221oi_1 4.1%"
  synth_area_per_cell_um2: 7.81
  synth_warnings: 130
  top_area_share_pct: 37.1
  synth_cell_types: 35
  ys_seq_share_pct: 37.1
  ys.flops: 128
  synth-edff-count: 0
  synth_area_mm2: 0.00690
  ys.flop_type: "dfxtp_1"
  yosysChipArea_mm2: 0.00690
  yosys-top-cells-count: "165 x nand2_1, 128 x a21oi_1, 128 x dfxtp_1"
worst_setup_path:
  cp-end-kind: "primary output"
  critPathLaunch: "i_rs[0]"
  worst_r2r_path_depth: 2
  crit_type: "in2out"
  cp_max_fo: 18
  start_kind: "primary input"
  r2r-start: "r3.state[3]"
  reg2reg_slack_ns: 2.77
  crit_end: "o_rs_data[14]"
  rr_endpoint: "r3.state[3]"
  required_ns: 2.80
  cp.arrival_ns: 2.53
detailed_routing:
  drtIter0Drc: 588
  antenna_left: 0
  drc: 0
  routed_via_density: 5.66
  drt_wl_total_um: 23800
  wl_per_cell_um: 20.6
  vias: 6554
  first_pass_iters: 5
  diodes: 0
floorplan:
  die_h_um: 133
  initial_core_util_pct: 41.3
  die_x_um: 133
  core_mm2: 0.0167
  dieArea_mm2: 0.0178
  pin_count: 61
  row_count: 47
grt:
  first_global_vias: 6197
  met1_usage_pct: 41.2
  met3_usage_pct: 3.92
  antenna_found_initial: 0
  grt_pass1_wl_um: 36800
  grt_overflow: 0
  met2_usage_pct: 45.0
  grtUsageTotal_pct: 28.1
  busiest_layer: "met2"
  grt_max_degree: 56
power:
  p_leak_nw: 3.04
  vdd_drop_max_uv: 337
  p_per_area_mw_per_mm2: 460
final_layout:
  drive_gt1_share_pct: 12.6
  area_growth_pct: 22.0
  nFillCells: 1582
  utilization_pct: 50.4
run:
  cap_violations: 0
  warnings: 25
hold_path:
  hold_class: "reg2reg"
[layout make-up]
class / count / area, µm² / area share, %
multi-input cells: 640 / 3820 / 45.4
flip-flops and latches: 128 / 2560 / 30.4
repair buffers: 114 / 1070 / 12.7
clock buffers: 18 / 439 / 5.22
well taps: 220 / 275 / 3.27
clock inverters: 14 / 165 / 1.96
inverters: 24 / 90.1 / 1.07
[power by group]
part / leakage, nW / internal, mW / switching, mW
clock: 0.296 / 1.14 / 0.684
sequential: 1.04 / 1.51 / 0.0449
combinational: 1.71 / 0.226 / 0.268
[how the worst min path moves through the flow]
stage	from	end	slack, ns	cells past startpoint
4_1_cts	r6.state[0]	r6.state[0]	0.47	2
5_1_grt	r7.state[7]	r7.state[7]	0.49	2
6_report	r7.state[7]	r7.state[7]	0.47	2
[sequential cells by signal, summed over array words and instances, names as in the netlist]
| name | cells |
|---|---|
| r7.state | 16 |
| r5.state | 16 |
| r4.state | 16 |
| r2.state | 16 |
| r0.state | 16 |
| r3.state | 16 |
| r6.state | 16 |
| r1.state | 16 |
[per-stage QoR]
stage	cells	setup slack (ns)	area [µm²]	hold WS (ns)	power, mW
2_1_floorplan	884	1.08	6900	0.442	1.85
3_3_place_gp	1126	0.0897	7810	0.456	2.07
3_5_place_dp	1126	0.0736	7810	0.463	2.07
4_1_cts	1158	0.0669	8410	0.470	3.88
5_1_grt	1158	0.167	8420	0.489	4.00
6_report	1158	0.266	8420	0.469	3.87
[placed cells by master, fill, tap and decap left out, types with 4 or more instances in the layout]
cell,netlist,routed
and2_1,5,4
a221oi_1,32,32
nor2_2,4,4
a22o_1,6,6
nand2b_1,19,19
a21oi_1,128,128
mux2_2,16,16
o21ai_0,33,33
buf_4,4,48
a311oi_1,11,11
a21o_1,12,12
clkinv_2,0,5
inv_1,24,24
clkbuf_16,0,17
buf_2,32,4
o22a_1,11,11
clkdlybuf4s50_1,0,54
buf_12,0,6
a22oi_1,16,16
nor2_1,71,71
dfxtp_1,128,128
nor2b_1,21,21
mux2i_1,59,59
o2bb2ai_1,14,14
nand2_1,165,165
[critical path: stages]
cell and delay (ns):
buf_2 0.34, buf_4 0.27, mux2i_1 0.09, a221o_1 0.30
a21oi_1 0.30, clkdlybuf4s50_1 0.52
[metal layers]
metal	wire (µm)	up-vias
li1	-	3156
met1	10800	3125
met2	11100	244
met3	1380	29
met4	530	0
met5	0	-
[cells by family (layout without fill, tap and decap cells)]
| family | after synthesis | after routing | synth area share [%] |
|---|---|---|---|
| flip-flops | 128 | 128 | 37.1 |
| buffers and inverters | 116 | 170 | 7.54 |
| AND-OR/OR-AND | 267 | 267 | 24.6 |
| multiplexers | 78 | 78 | 12.1 |
| AND/OR/NAND/NOR | 295 | 295 | 18.6 |
Power figures rest on the tool's default switching activity, not on a simulated workload.
